===== /design/flow/run.sh =====
#!/bin/bash
# OpenROAD 26Q1-2900-gdf79404cd8, Yosys 0.63+post, stock flow scripts
make -C /OpenROAD-flow-scripts/flow DESIGN_CONFIG=/design/flow/config.mk WORK_HOME=/design/flow/orfs finish

===== /design/flow/config.mk =====
export PLATFORM = sky130hd
export DESIGN_NAME = day03p2_top
export DESIGN_NICKNAME = day03p2_top
export VERILOG_FILES = /design/flow/design.v
export SDC_FILE = /design/flow/constraint.sdc
export NUM_CORES = 4
export LEC_CHECK = 1
export CORE_UTILIZATION = 40

===== /design/flow/constraint.sdc =====
current_design day03p2_top

set clk_period 20.6
set clk_io_pct 0.2

create_clock -name clk0 -period $clk_period [get_ports {clk_i}]

set non_clock_inputs [all_inputs -no_clocks]
set_input_delay [expr $clk_period * $clk_io_pct] -clock clk0 $non_clock_inputs
set_output_delay [expr $clk_period * $clk_io_pct] -clock clk0 [all_outputs]

===== /design/flow/design.v =====
module day03p2_top ( 
    input logic clk_i,
    input logic rst_ni,
    input logic [3:0] digit_i,
    input logic eol_i,
    output logic [63:0] result_o,
    output logic ready_o
);
typedef enum logic [1:0] { 
    Start,
    Idle,
    Process,
    Sum
} state_t;
state_t state_q, state_d;
logic [63:0] joltage_q, joltage_d;
logic [3:0] digit_q, digit_d;
logic [11:0][3:0] twelve_digits_q, twelve_digits_d;
logic [3:0] index_q, index_d;
logic [63:0] power_q, power_d;
always_comb begin
    state_d = state_q;
    joltage_d = joltage_q;
    digit_d = digit_q;
    twelve_digits_d = twelve_digits_q;
    index_d = index_q;
    power_d = power_q;
    case(state_q)
        Start: begin
            state_d = Idle;
            joltage_d = 64'b0;
            digit_d = 4'b0;
            for (int i = 0; i < 12; i++) begin
                twelve_digits_d[i] = 4'b0;
            end
            index_d = 4'b0;
            power_d = 64'b0;
        end
        Idle: begin
            if (eol_i == 1'b1) begin
                state_d = Sum;
                index_d = 4'd0;
                power_d = 64'b1;
            end else if (digit_i != 4'b0) begin
                state_d = Process;
                digit_d = digit_i;
                index_d = 4'd11;
            end
        end
        Process: begin
            if (index_q == 4'b0) begin
                if(digit_q > twelve_digits_q[0]) begin
                    twelve_digits_d[0] = digit_q;
                end
                state_d = Idle;
            end else begin
                if (twelve_digits_q[index_q] < twelve_digits_q[index_q - 1]) begin
                    twelve_digits_d[index_q] = twelve_digits_q[index_q-1];
                    twelve_digits_d[index_q-1] = 0;
                end
                index_d = index_q - 4'b1;
                state_d = Process;
            end
        end
        Sum: begin
            if(index_q == 4'd12) begin
                digit_d = 4'b0;
                for (int i = 0; i < 12; i++) begin
                    twelve_digits_d[i] = 4'b0;
                end
                state_d = Idle;
            end else begin
                joltage_d = joltage_q + twelve_digits_d[index_d] * power_q;
                power_d = power_q * 64'd10;
                index_d = index_q + 4'b1;
                state_d = Sum;
            end
        end
    endcase
end
always_ff @( posedge clk_i, negedge rst_ni ) begin
    if(rst_ni == 1'b0) begin
        state_q <= Start;
        joltage_q <= 64'b0;
        digit_q <= 4'b0;
        for (int i = 0; i < 12; i++) begin
            twelve_digits_q[i] <= 4'b0;
        end
        index_q <= 4'b0;
        power_q <= 64'b0;
    end else begin
        state_q <= state_d;
        joltage_q <= joltage_d;
        digit_q <= digit_d;
        twelve_digits_q <= twelve_digits_d;
        index_q <= index_d;
        power_q <= power_d;
    end
end
assign result_o = joltage_q;
assign ready_o = (state_q == Idle);
endmodule

==> summary.txt <==
outcome = finished, final reports clean
hold path start = power_q[63]
antenna viol nets, final = 0
area grow syn2layout = 8.91%
sequential power share = 35.5%
hold slack = 0.490 ns
Power Dens Cells = 53.4 mW/mm²
GRT busiest layer = met2
max cap viols = 0
Max-area cell share = 21.5%
via count = 17,900
Leak Pwr = 11.5 nW
synthesis area per yosys = 0.0218 mm²
Cell variety after synth = 89
core footprint = 0.0538 mm²
fin crit period = 7.92 ns
EDFF count, synth = 0
dpl cells = 3,180
clock skew = 0.0150 ns
drt wl/cell = 17.6 µm
CTS Sinks = 188
syn_area_per_cell = 8.69 µm²
Post-CTS Setup Bufs = 0
Comb pwr share = 36.8%
met2 Use GR = 34.2%
met3 usage = 5.12%
Top cells by area = dfrtp_1 (22%), fa_1 (17%), ha_1 (12%), nand2_1 (7.5%), o21ai_0 (4.6%)
share of cells above drive strength 1 = 4.65%
ys flop type = dfrtp_1
first-pass GRT wire length = 94.1 mm
area leader, netlist = dfrtp_1
Routability Congestion = 0.973
dpl hpwl = 43.8 mm
largest net degree at the start of global routing = 66
final setup violating endpoints = 0
Worst-Skew Late Latency = 0.51 ns
Critical Path Start = index_q[2]
Netlist Area Pre-Place = 0.0218 mm²
drt initial violations = 801
maximum vdd drop = 63.4 µV
Startpoint Class = register
H-tree levels = 4
total tool warning count = 29
DRC violations left = 0
total congestion overflow = 0
hold crit path type = reg2reg
Worst-path clk slew = 0.08 ns
met1 Usage GRT = 32.0%
clock root buffer = clkbuf_16
chip area = 0.0553 mm²
vias per cell = 5.57
final period utilization = 38.5%
Synth Warn # = 1
GRT Util Overall = 21.9%
launching point of the worst reg2reg path = index_q[2]
antenna violations before repair = 0
internal power = 0.729 mW
DIE WIDTH = 235 µm
vias in the first global route = 17,800
CP required = 20.98 ns
cell count after synthesis = 2,504
RSZ-0062 raised after global routing = false
die height = 235 µm
Top Layout Cells = nand2_1 (435), ha_1 (207), o21ai_0 (200), inv_1 (188), dfrtp_1 (186)
Fmax = 126 MHz
Final Hold Vio Count = 0
Final Non-Filler Cells = 3,212
number of port buffers = 71
ys flops = 188
sw frac = 42.4%
Sw Pwr = 0.537 mW
yosys cell count = 2,504
CTS tree = done
CP Capture Type = register
post_cts resized = 0
most used logic cell in the final layout = nand2_1
cts bufs inserted = 17
CP arrival = 8.30 ns
hold buffers post-CTS = 0
Routed WL = 56.6 mm
num ports = 72
Pre-antenna DRT Iters = 5
fp util = 40.4%
Worst slew margin = 45.4%
row cnt = 85
Max FO, Critical Path = 37
clock share of power = 27.6%
FFs w/ async S/R, synth = 100%
# diodes = 0
worst slew pin tran = 0.798 ns
CP Class = reg2reg
Seq/Total Area, Yosys = 21.6%
setup slack, reg-to-reg = 12.68 ns
final-report max-slew violation count = 0
setup_tns = 0 ns
clock tree buffer depth = 2
[stage by stage]
stage	setup slack (ns)	utilization [%]	instance area (µm²)	total power, mW
floorplan	14.05	-	21800	0.784
global placement	12.89	42.9	23100	0.914
detailed placement	12.69	42.9	23100	0.921
CTS	12.68	44.0	23700	1.28
global route	12.15	44.0	23700	1.35
finish	12.68	44.0	23700	1.27
[path summary, 6_finish.rpt]
path | endpoint | cells past startpoint
min in group asynchronous | joltage_q[14] | 1
max in group asynchronous | index_q[0] | 2
worst max-delay path | joltage_q[59] | 19
worst min register to register | power_q[63] | 2
worst max register to register | joltage_q[59] | 19
worst min-delay path | power_q[63] | 2
[cell families (layout without fill, tap and decap cells)]
logic type	Yosys count	after routing	synth area share, %
AND/OR/NAND/NOR	846	846	17.8
other	1	1	0.0172
flip-flops	188	188	21.6
buffers and inverters	297	309	5.25
adder cells (fa/ha/maj)	391	391	28.8
XOR/XNOR	120	120	4.83
multiplexers	33	33	2.90
AND-OR/OR-AND	628	628	18.7
[registers in the layout (all words and copies together), names as in the netlist]
name             count
joltage_q           64
index_q              4
power_q             64
state_q              4
digit_q              4
twelve_digits_q     48
[worst max-delay path, stage by stage, from the launching register on]
cell,delay [ns]
dfrtp_1,0.81
nand2_1,0.42
o22ai_4,0.73
buf_4,0.55
nand2_1,0.15
fa_1,0.52
fa_1,0.51
fa_1,0.52
inv_1,0.04
ha_1,0.34
nor2b_1,0.16
o31ai_1,0.39
a21oi_1,0.20
a221o_1,0.42
o211ai_1,0.43
or3b_1,0.53
a31oi_2,0.35
o21bai_2,0.18
nor4b_1,0.17
or3_1,0.36
[final cells by class]
type	count	area, µm²
clock buffer	19	443
clock inverter	13	155
fill	5123	30100
inverter	190	713
multi-input combinational	2019	16000
sequential	188	4710
tap	696	871
timing repair buffer	87	835
[power by group through the flow]
stage	combinational, mW	sequential (mW)	clock [mW]
final	0.466	0.450	0.350
after global routing	0.521	0.455	0.374
after CTS	0.466	0.449	0.363
[per-layer routing]
metal	vias up	routed length, µm
li1	8692	-
met2	420	26200
met3	82	3260
met1	8698	25500
met4	0	1650
met5	-	0
[cells in the mapped netlist (19+ instances only)]
cell type / count
a22o_1: 48
mux4_2: 24
nand2_1: 437
xnor2_1: 59
ha_1: 207
o21bai_1: 30
fa_1: 184
and2_1: 80
inv_1: 188
nand4_1: 31
a21oi_1: 128
xor2_1: 61
a21o_1: 68
dfrtp_1: 187
o21ai_0: 200
clkbuf_1: 94
nand3_1: 41
o21a_1: 19
nor2_1: 117
nor3_1: 31
No activity file was given, so power comes from the tool's default toggle rates.

--- design/flow/design.v ---
module day01p2_top ( 
    input logic clk_i,
    input logic rst_ni,
    input logic direction_i, 
    input logic [15:0] amount_i,
    output logic [15:0] result_o,
    output logic ready_o
);
typedef enum logic [1:0] { 
    Start,
    Idle, 
    Process,
    Evaluate
} state_t;
state_t state_q, state_d;
logic [15:0] dial_q, dial_d;
logic dir_q, dir_d;
logic [15:0] amount_q, amount_d;
logic [15:0] zero_cntr_q, zero_cntr_d;
always_comb begin
    state_d = state_q;
    dial_d = dial_q;
    dir_d = dir_q;
    amount_d = amount_q;
    zero_cntr_d = zero_cntr_q;
    case (state_q)
        Start: begin
            state_d = Idle;
            dial_d = 16'd50;
            dir_d = 1'b0;
            amount_d = 16'b0;
            zero_cntr_d = 16'b0;
        end
        Idle: begin
            if (amount_i != 16'b0) begin
                state_d = Process;
                dir_d = direction_i;
                amount_d = amount_i;  
            end
        end
        Process: begin 
            if ( amount_q > 16'd100 ) begin
                amount_d = amount_q - 16'd100;
                zero_cntr_d = zero_cntr_q + 16'b1;
                state_d = Process;
            end else if ( dir_q == 1'b0 && dial_q == 16'b0 ) begin
                dial_d = dial_q + 16'd100 - amount_q;
                state_d = Evaluate;
            end else if( dir_q == 1'b0 && amount_q <= dial_q ) begin
                dial_d = dial_q - amount_q;
                state_d = Evaluate;
            end else if( dir_q == 1'b1 && (dial_q + amount_q < 17'd100) ) begin
                dial_d = dial_q + amount_q;
                state_d = Evaluate;
            end else if( dir_q == 1'b1 && (dial_q + amount_q == 17'd100) ) begin
                dial_d = 16'b0;
                state_d = Evaluate;
            end else if ( dir_q == 1'b0 ) begin
                dial_d = dial_q + 16'd100 - amount_q;
                zero_cntr_d = zero_cntr_q + 16'b1;
                state_d = Evaluate;
            end else if ( dir_q == 1'b1 ) begin 
                dial_d = dial_q + amount_q - 16'd100;
                zero_cntr_d = zero_cntr_q + 16'b1;
                state_d = Evaluate;
            end
        end
        Evaluate: begin
            if ( dial_q == 16'b0 ) begin
                zero_cntr_d = zero_cntr_q + 16'b1;
            end
            state_d = Idle;
        end
    endcase
end
always_ff @( posedge clk_i, negedge rst_ni ) begin
    if(rst_ni == 1'b0) begin
        state_q <= Start;
        dial_q <= 16'd50;
        dir_q <= 1'b0;
        amount_q <= 16'b0;
        zero_cntr_q <= 16'b0;
    end else begin
        state_q <= state_d;
        dial_q <= dial_d;
        dir_q <= dir_d;
        amount_q <= amount_d;
        zero_cntr_q <= zero_cntr_d;
    end
end
assign result_o = zero_cntr_q;
assign ready_o = (state_q == Idle);
endmodule
--- design/flow/run.sh ---
#!/bin/bash
# OpenROAD 26Q1-2900-gdf79404cd8, Yosys 0.63+post, stock flow scripts
make -C /OpenROAD-flow-scripts/flow DESIGN_CONFIG=/design/flow/config.mk WORK_HOME=/design/flow/orfs finish
--- design/flow/config.mk ---
export PLATFORM = sky130hd
export DESIGN_NAME = day01p2_top
export DESIGN_NICKNAME = day01p2_top
export VERILOG_FILES = /design/flow/design.v
export SDC_FILE = /design/flow/constraint.sdc
export NUM_CORES = 4
export LEC_CHECK = 1
export CORE_UTILIZATION = 30
--- design/flow/constraint.sdc ---
current_design day01p2_top

set clk_period 7.1
set clk_io_pct 0.2

create_clock -name clk0 -period $clk_period [get_ports {clk_i}]

set non_clock_inputs [all_inputs -no_clocks]
set_input_delay [expr $clk_period * $clk_io_pct] -clock clk0 $non_clock_inputs
set_output_delay [expr $clk_period * $clk_io_pct] -clock clk0 [all_outputs]
==> changes_impl.md <==
### Physical design

* Status: complete, no violations
* Later-pin clock latency in the skew report at 0.30 ns
* Deepest clock path buffer count at 2
* FILL cells at 2124
* Diode count at 0
* DP Cell Count at 1063
* Sequential area share after synthesis at 0.213
* Minimum clock period at 4.35 ns
* DR WL/cell at 18.6 um
* Post-synth EDFFs at 0
* Synth Cell Area at 0.00625 mm^2
* Hold Slack at 0.497 ns
* CP Capture Type: flop
* TritonCTS clock tree: done
* Synth warn at 1
* Number of H-tree levels at 2
* Clock Power Share at 0.143
* Share of cells above drive strength 1 at 0.0637
* Logic area at 0.00448 mm^2
* Clk slew on worst S/H paths at 0.08 ns
* Vias in the first global route at 5864
* Relative slew margins at 0.430
* Achievable Freq at 230 MHz
* Core area at 0.0204 mm^2
* Iter 0 DRT Violations at 433
* Synth async-reset ratio at 1.00
* Worst IR Drop VDD at 114 uV
* Switching pwr at 895 uW
* Setup Skew at 0.00650 ns
* WP data arrival at 4.54 ns
* DR vias at 6036
* GP Congestion at 0.965
* Initial Utilization at 0.307
* Overflow after GRT at 0
* Sequential Power Share at 0.214
* TritonCTS buffer count at 5
* Post-Route WL at 19.9 mm
* TNS Setup at 0 ns
* #FFs+latches synth at 53
* Critical path class: reg -> reg
* Internal power at 960 uW
* Synth Area per Inst at 7.94 um^2
* DP Area at 0.00681 mm^2
* Tot Pwr at 1850 uW
* Min-delay worst type: reg -> reg
* Initial antenna violation count at 0
* Req. time, crit path at 7.29 ns
* Die Wd at 146 um
* Tool Warnings at 58
* Maxcap violations at 0
* Dominant register cell: dfrtp_1
* Comb pwr share at 0.644
* CP Max Fanout at 25
* Routed vias/inst at 5.64
* First-pass GRT wire length at 32.3 mm
* RSZ-0062 raised after global routing: no
* Routed Antenna Nets at 0
* Post-CTS setup buffers at 0
* Final setup violation count at 0
* PD cells at 266 mW/mm^2
* Syn Inst Count at 788
* # port buffers at 35
* All-Layer GR Usage at 0.194
* Chip footprint at 0.0214 mm^2
* Leak at 0.00278 uW
* Startpoint type of the worst setup path: flop
* Post-layout period usage at 0.613
* Die H at 146 um
* Final Hold Viols at 0
* FF+latch area at 0.00133 mm^2
* Sink Count at 53
* Resize count post-CTS at 0
* Detailed-route DRC error count at 0
* Top Ports at 36
* Dpl hpwl at 15.6 mm
* Post-Layout Cell Count at 1071
* Area Overhead vs Synth at 11.4%
* Switching portion of total power at 0.483
* Worst slew pin tran at 0.848 ns
* Num rows at 52
* Cell area after layout at 0.00696 mm^2
* First-pass DRT Iterations at 7
* Clk root buf: clkbuf_16
* CTS Hold Buffers Added at 0
* Yosys stat chip area at 0.00625 mm^2
* Cells in synth_stat.txt at 788
* Largest net degree at the start of global routing at 39
* Distinct lib cells at 88
* Final Max Slew Viols at 0
-- final timing paths --
path                                       from              end  slack (ns)  depth (start not counted)
worst max-delay path               amount_q[11]   zero_cntr_q[2]        2.75                         13
worst min-delay path            zero_cntr_q[15]  zero_cntr_q[15]        0.50                          1
worst max register to register     amount_q[11]   zero_cntr_q[2]        2.75                         13
worst min register to register  zero_cntr_q[15]  zero_cntr_q[15]        0.50                          1
max in group asynchronous                rst_ni        dial_q[1]        5.18                          2
min in group asynchronous                rst_ni       dial_q[14]        1.04                          1
-- synth_stat cells (all sizes together), types with 5 or more instances --
cell	instances	share of area
a211o	6	0.0084
a211oi	14	0.019
a21o	6	0.0072
a21oi	55	0.044
a31oi	13	0.014
a32oi	5	0.0070
and2	6	0.0064
and3	13	0.013
buf	13	0.014
clkbuf	24	0.015
dfrtp	49	0.20
fa	14	0.045
ha	54	0.11
inv	67	0.040
nand2	56	0.034
nand2b	17	0.017
nand3	19	0.015
nand4	8	0.0090
nor2	57	0.035
nor2b	12	0.012
nor3	20	0.018
nor4	16	0.019
o211ai	10	0.012
o21a	5	0.0060
o21ai	62	0.050
o221ai	7	0.0098
o22ai	8	0.0090
o31ai	11	0.013
or2	6	0.0060
or3	15	0.015
xnor2	33	0.046
xor2	11	0.015
-- cell type report --
type                    instances  area share
clock inverters                 3     0.00413
repair buffers                 42      0.0571
multi-input cells             629       0.644
well taps                     270      0.0485
inverters                      69      0.0372
clock buffers                   5      0.0180
flip-flops and latches         53       0.191
-- routing by layer --
layer | share of wire | vias to the layer above | track usage
met3 | 0.069 | 36 | 0.0382
met2 | 0.44 | 203 | 0.293
met5 | 0 | - | 0
met4 | 0.023 | 0 | 0.0359
met1 | 0.47 | 2908 | 0.294
li1 | - | 2889 | -
-- sequential cells by signal, summed over array words and instances, names as in the netlist --
name,flops
zero_cntr_q,16
amount_q,16
dir_q,1
dial_q,16
state_q,4
-- stage by stage --
stage,utilization,worst slack [ns]
after floorplan,-,3.59
after global placement,0.334,2.80
after detailed placement,0.334,2.80
after CTS,0.342,2.78
after global routing,0.342,2.43
final,0.342,2.75
-- worst max-delay path, cell delays in order, from the launching register on --
cell	delay, ns
dfrtp_1	0.50
inv_1	0.12
ha_1	0.51
nor4_2	0.34
nand2_1	0.14
a211oi_2	0.37
nor3_1	0.09
or3b_2	0.52
a2111oi_2	0.34
nand4_2	0.28
a31oi_2	0.29
buf_4	0.27
or3_1	0.33
o21ai_1	0.12
-- layout by cell type, fill, tap and decap left out, types with 4 or more instances in the layout --
master	count
a31oi_1	12
fa_1	14
a21o_1	6
clkdlybuf4s50_1	34
o21ai_0	56
a32oi_1	5
nor4_1	14
o21a_1	5
nor2b_1	12
and2_1	5
nand3_1	19
and3_1	13
nand2_1	56
clkbuf_16	5
a211o_1	6
dfrtp_1	49
dfstp_2	4
or4_1	4
o22ai_1	7
xor2_1	11
buf_4	7
o21ai_1	6
nor3b_1	4
a21oi_1	55
o31ai_1	11
nor2_1	56
a221oi_1	4
nor3_1	18
nand4_1	7
or3_1	15
or2_2	5
o211ai_1	10
xnor2_1	33
a211oi_1	11
o221ai_1	7
nand2b_1	17
ha_1	54
a22o_1	4
inv_1	63
inv_2	4
-- cells by family (layout without fill, tap and decap cells) --
kind of cell,count (synthesis),count (layout),synth area share
mux,4,4,0.00660
xor+xnor,44,44,0.0616
compound gates,249,249,0.272
buf+inv,106,119,0.0700
simple gates,263,263,0.224
fa+ha+maj,68,68,0.153
other cells,1,1,0.000600
flops,53,53,0.213
-- power by group through the flow --
stage	Sequential (uW)	Combinational, uW	Clock, uW
CTS	397	1180	270
global route	406	1320	283
finish	396	1190	265
Power and IR drop assume default switching activity.

==> /design/flow/design.v <==
module day07p1_top ( 
    input logic clk_i,
    input logic rst_ni,
    input logic field_i,
    input logic eol_i,
    output logic [15:0] result_o,
    output logic ready_o
);
typedef enum logic [2:0] { 
    Start,
    InitialTachyon,
    ProcessTachyon,
    IdleSplitter,
    ProcessSplitter
} state_t;
state_t state_q, state_d;
logic eol_q, eol_d;
logic field_q, field_d;
logic [15:0] beam_splits_q, beam_splits_d;
logic [7:0] board_width_q, board_width_d;
logic [7:0] index_q, index_d;
logic [149:0] current_state_q, current_state_d;
logic [149:0] next_state_q, next_state_d;
always_comb begin
    state_d = state_q;
    eol_d = eol_q;
    field_d = field_q;
    beam_splits_d = beam_splits_q;
    board_width_d = board_width_q;
    index_d = index_q;
    current_state_d = current_state_q;
    next_state_d = next_state_q;
    case(state_q)
        Start: begin
            state_d = InitialTachyon;
        end
        InitialTachyon, IdleSplitter: begin
            state_d = (state_q == InitialTachyon ? ProcessTachyon : ProcessSplitter);
            field_d = eol_i == 1'b0 ? field_i : 1'b0;
            eol_d = eol_i;
        end
        ProcessTachyon: begin
            if(field_q == 1'b1) begin
                current_state_d = current_state_q + (150'b1 << board_width_q);
            end
            if(eol_q == 1'b1) begin
                state_d = IdleSplitter;
            end else begin
                state_d = InitialTachyon;
                board_width_d = board_width_q + 1;
            end
        end
        ProcessSplitter: begin
            if (eol_q == 1'b1) begin
                index_d = 8'b0;
                current_state_d = next_state_q;
                next_state_d = 150'b0;
            end else begin
                if((((current_state_q & (150'b1 << index_q) ) >> index_q ) & ({149'b0, field_q})) == 150'b1) begin
                    if(index_q == 8'b0) begin
                        next_state_d = next_state_q | 150'b10;
                    end else if(index_q == (board_width_q - 1)) begin
                        next_state_d = next_state_q | 150'b10;
                    end else begin
                        next_state_d = next_state_q | (150'b101 << (index_q - 1));
                    end
                    beam_splits_d = beam_splits_q + 1;
                end else if(((current_state_q & (150'b1 << index_q)) >> index_q) == 150'b1) begin
                    next_state_d = next_state_q | (150'b1 << index_q);
                end
                index_d = index_q + 8'b1;
            end
            state_d = IdleSplitter;
        end
        default: begin
            state_d = Start;
            field_d = 1'b0;
            eol_d = 1'b0;
            beam_splits_d = 16'b0;
            board_width_d = 8'b0;
            index_d = 8'b0;
            current_state_d = 150'b0;
            next_state_d = 150'b0;
        end
    endcase
end
always_ff @( posedge clk_i, negedge rst_ni ) begin
    if(rst_ni == 1'b0) begin
        state_q <= Start;
        field_q <= 1'b0;
        eol_q <= 1'b0;
        beam_splits_q <= 16'b0;
        board_width_q <= 8'b0;
        index_q <= 8'b0;
        current_state_q <= 150'b0;
        next_state_q <= 150'b0;
    end else begin
        state_q <= state_d;
        field_q <= field_d;
        eol_q <= eol_d;
        beam_splits_q <= beam_splits_d;
        board_width_q <= board_width_d;
        index_q <= index_d;
        current_state_q <= current_state_d;
        next_state_q <= next_state_d;
    end
end
assign result_o = beam_splits_q;
assign ready_o = (state_q == InitialTachyon || state_q == IdleSplitter);
endmodule
==> /design/flow/run.sh <==
#!/bin/bash
# OpenROAD 26Q1-2900-gdf79404cd8, Yosys 0.63+post, stock flow scripts
make -C /OpenROAD-flow-scripts/flow DESIGN_CONFIG=/design/flow/config.mk WORK_HOME=/design/flow/orfs finish
==> /design/flow/config.mk <==
export PLATFORM = sky130hd
export DESIGN_NAME = day07p1_top
export DESIGN_NICKNAME = day07p1_top
export VERILOG_FILES = /design/flow/design.v
export SDC_FILE = /design/flow/constraint.sdc
export NUM_CORES = 4
export LEC_CHECK = 1
export CORE_UTILIZATION = 50
==> /design/flow/constraint.sdc <==
current_design day07p1_top

set clk_period 53.9
set clk_io_pct 0.2

create_clock -name clk0 -period $clk_period [get_ports {clk_i}]

set non_clock_inputs [all_inputs -no_clocks]
set_input_delay [expr $clk_period * $clk_io_pct] -clock clk0 $non_clock_inputs
set_output_delay [expr $clk_period * $clk_io_pct] -clock clk0 [all_outputs]
==> results.sh <==
# yosys + openroad results
export IMPL_switchingPower_uw=482
export IMPL_wl_um=204000
export IMPL_crit_slowest_cell="buf_4"
export IMPL_post_drt_wl_per_cell_um=37.3
export IMPL_vias_per_cell=7.62
export IMPL_path_buffers=4
export IMPL_r2r_slack_ps=45690
export IMPL_violations="max-capacitance violations, max-slew violations"
export IMPL_die_h_um=263
export IMPL_power_frac_comb_pct=37.5
export IMPL_grt_pass1_wl_um=284000
export IMPL_h_tree_depth=2
export IMPL_worst_pin_slew_ps=1550
export IMPL_max_vdd_ir_drop_uv=19.9
export IMPL_fp_util_pct=50.6
export IMPL_portBuffers=20
export IMPL_top_area_cell="dfrtp_1"
export IMPL_synth_compound_gate_area_share_pct=32.8
export IMPL_postCtsSetupRepairBufs=0
export IMPL_p_clk_share_pct=26.7
export IMPL_cts_tree="done"
export IMPL_top_cell="nor2_1"
export IMPL_grt_remaining_overflow=0
export IMPL_grt_pass1_vias=38200
export IMPL_hp_class="flip-flop to flip-flop"
export IMPL_post_route_period_util_pct=23.9
export IMPL_holdWs_ps=367
export IMPL_yosys_area_sq_mm=0.0340
export IMPL_ys_sh_adder_pct=6.09
export IMPL_cp_common_cell="buf_4"
export IMPL_p_seq_share_pct=35.8
export IMPL_async_flop_share_pct=100
export IMPL_start_kind="input port"
export IMPL_arrival_ps=13490
export IMPL_status="complete, but fails checks"
export IMPL_path_class="input port to asynchronous set/reset pin"
export IMPL_core_area_sq_mm=0.0673
export IMPL_top_logic_kind="AND-OR/OR-AND gates"
export IMPL_p_leak_nw=14.5
export IMPL_grt_use_total_pct=59.8
export IMPL_dp_slack_ps=40400
export IMPL_clk_pin_slew_ps=60
export IMPL_crit_family="buffers and inverters"
export IMPL_die_w_um=263
export IMPL_post_cts_resized=0
export IMPL_rsz0062_at_grt="false"
export IMPL_edf_count=0
export IMPL_synthMuxAreaShare_pct=0.526
export IMPL_powerDensity_mw_per_mm2=29.3
export IMPL_slew_headroom_pct=-4.11
export IMPL_drtPass1Iterations=9
export IMPL_avgSynthCellArea_sq_um=7.29
export IMPL_netlist_area_leader_share_pct=24.9
export IMPL_postSynthCellCount=4669
export IMPL_synth_cell_types=109
export IMPL_drcViolationCount=0
export IMPL_cp_data_required_time_ps=54530
export IMPL_hold_viol=0
export IMPL_hold_buffers=0
export IMPL_ys_ff=339
export IMPL_clockBufferDepth=3
export IMPL_fmaxAchievable_ghz=0.0778
export IMPL_ff_type="dfrtp_1"
export IMPL_crit_chain="buf_8, buf_4, buf_4, buf_4"
export IMPL_final_min_clock_period_ps=12860
export IMPL_fin_tns_setup_ps=0
export IMPL_warnings=35
export IMPL_finalSetupViolations=0
export IMPL_gp_congestion=1.24
export IMPL_drt_first_iter_violations=5846
export IMPL_cts_buffers_inserted=40
export IMPL_final_cells=5463
export IMPL_skew_ps=46.7
export IMPL_syn2layout_area_growth_pct=7.61
export IMPL_num_vias=41600
export IMPL_common_cells="648 x nor2_1, 502 x a21oi_1, 388 x nand2_1, 360 x o21ai_0, 338 x dfrtp_1"
export IMPL_ys_seq_share_pct=24.9
export IMPL_syn_area_sq_mm=0.0340
export IMPL_ys_top_cells_by_area="dfrtp_1 25%, a21oi_1 7.4%, nor2_1 7.1%, ha_1 6.0%, o21ai_0 5.3%"
export IMPL_finalMaxSlewViolations=7
export IMPL_antenna_found_initial=26
export IMPL_num_io_pins=21
export IMPL_drive_above_1_share_pct=7.41
export IMPL_power_total_mw=1.07
export IMPL_timing_final_ws_setup_ps=41040
export IMPL_crit_fanout=77
export IMPL_intPower_uw=591
export IMPL_num_rows=95
export IMPL_cp_end_kind="asynchronous set/reset pin"
export IMPL_grt_max_degree=78
export IMPL_cp_slowest_stage_delay_ps=700
export IMPL_ant_nets=0
export IMPL_switching_share_pct=44.9
export IMPL_dp_hpwl_um=150000
export IMPL_clock_latency_ps=610
export IMPL_cts_root_buf="clkbuf_16"
export IMPL_xor_share_pct=4.20
export IMPL_clock_sinks=339
export IMPL_yosys_warnings=1
export IMPL_synth_stat_cells=4669
export IMPL_max_cap_violations=2
export IMPL_chipArea_sq_mm=0.0691
export IMPL_ys_sh_simple_pct=25.7
export IMPL_dp_cells=5363
worst paths after layout:
check / endpoint / depth (start not counted) / from
max in group clk0: ready_o / 2 / state_q[4]
min: state_q[1] / 0 / state_q[4]
min reg2reg: state_q[1] / 0 / state_q[4]
max: current_state_q[93] / 4 / rst_ni
min in group asynchronous: current_state_q[10] / 1 / rst_ni
max reg2reg: next_state_q[103] / 19 / index_q[0]
layout make-up:
class / count / area, sq um
sequential: 339 / 8510
antenna: 31 / 77.6
timing repair buffer: 206 / 1600
tap: 873 / 1090
fill: 6260 / 30700
clock inverter: 12 / 186
multi-input combinational: 3862 / 23700
inverter: 83 / 312
clock buffer: 57 / 1150
placed cells by master, fill, tap and decap left out, drive strengths merged, types with 17 or more instances in the layout:
| master | netlist | final |
|---|---|---|
| nand2b | 39 | 39 |
| o211ai | 34 | 34 |
| nor2b | 41 | 41 |
| nor3b | 18 | 18 |
| dfrtp | 338 | 338 |
| o31ai | 50 | 50 |
| nand2 | 390 | 390 |
| o22ai | 34 | 34 |
| a211oi | 36 | 36 |
| a22oi | 71 | 71 |
| xor2 | 59 | 59 |
| ha | 164 | 164 |
| nor4 | 28 | 28 |
| and3 | 66 | 66 |
| nor2 | 649 | 649 |
| nand3 | 162 | 162 |
| o21a | 46 | 46 |
| a2111oi | 17 | 17 |
| nand4 | 134 | 134 |
| nor3 | 90 | 90 |
| o21ai | 374 | 374 |
| xnor2 | 104 | 104 |
| and2 | 35 | 35 |
| a32oi | 47 | 47 |
| a221oi | 134 | 134 |
| a31oi | 53 | 53 |
| diode | 0 | 31 |
| o21bai | 50 | 50 |
| a22o | 20 | 20 |
| buf | 121 | 187 |
| a21oi | 504 | 504 |
| clkdlybuf4s50 | 0 | 19 |
| clkbuf | 264 | 57 |
| a21o | 90 | 90 |
| or3 | 40 | 40 |
| inv | 83 | 87 |
metal layers:
layer	global-route usage, %	up-vias	share of wire [%]
li1	-	17300	-
met4	47.5	46	11
met2	75.6	3624	37
met5	10.2	-	0.62
met3	38.2	1184	17
met1	70.4	19500	34
per-stage QoR:
| step | utilization (%) | cell area [sq um] |
|---|---|---|
| floorplan | - | 34000 |
| global placement | 52.3 | 35200 |
| detailed placement | 52.3 | 35200 |
| CTS | 54.3 | 36500 |
| global route | 54.3 | 36500 |
| finish | 54.4 | 36600 |
logic make-up after synthesis:
| family | after synthesis |
|---|---|
| AND/OR/NAND/NOR | 1803 |
| multiplexers | 16 |
| adder cells (fa/ha/maj) | 165 |
| flip-flops | 339 |
| AND-OR/OR-AND | 1714 |
| other | 1 |
| buffers and inverters | 468 |
| XOR/XNOR | 163 |
registers in the layout (all words and copies together), names as in the netlist:
register / flops
field_q: 1
board_width_q: 8
index_q: 8
eol_q: 1
state_q: 5
beam_splits_q: 16
current_state_q: 150
next_state_q: 150
power groups by stage:
stage / Combinational (mW) / Sequential, mW / Clock (mW)
final: 0.403 / 0.384 / 0.286
after global routing: 0.427 / 0.384 / 0.294
after CTS: 0.383 / 0.377 / 0.285
No activity file was given, so power comes from the tool's default toggle rates.
